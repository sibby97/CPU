<file path="flow/design.v">
`timescale 1ns / 1ps
module memory(clk, Abus, Dbusin, Dbusout, memrd, memwr
    );
	input clk;
	input memwr, memrd;
	output [15:0] Dbusin;
	input [15:0] Abus, Dbusout;		 
	reg [15:0] Dbusin;
	reg [15:0] M[0:15];
	integer i;
	initial 
	begin
		M[0] <= 16'b1111101000000000;		 
		M[1] <= 16'b1111010000000000;		 
		M[2] <= 16'b1111100000000000;		 
		for( i=3;i<14;i=i+1)
		begin
			M[i] <= 16'b0;
		end
		M[14] <= 16'b0000000000000011;
		M[15] <= 16'b0000000000000110;
	end
	always @(posedge clk)
	begin
		if(memrd == 1'b1)
		begin
			Dbusin <= M[Abus];
		end
		if(memwr == 1'b1)
		begin
			M[Abus] <= Dbusout;
		end
	end
endmodule
</file>
<file path="flow/constraint.sdc">
current_design memory

set clk_period 2.7
set clk_io_pct 0.2

create_clock -name clk0 -period $clk_period [get_ports {clk}]

set non_clock_inputs [all_inputs -no_clocks]
set_input_delay [expr $clk_period * $clk_io_pct] -clock clk0 $non_clock_inputs
set_output_delay [expr $clk_period * $clk_io_pct] -clock clk0 [all_outputs]
</file>
<file path="flow/run.sh">
#!/bin/bash
# OpenROAD 26Q1-2900-gdf79404cd8, Yosys 0.63+post, stock flow scripts
make -C /OpenROAD-flow-scripts/flow DESIGN_CONFIG=/design/flow/config.mk WORK_HOME=/design/flow/orfs finish
</file>
<file path="flow/config.mk">
export PLATFORM = sky130hd
export DESIGN_NAME = memory
export DESIGN_NICKNAME = memory
export VERILOG_FILES = /design/flow/design.v
export SDC_FILE = /design/flow/constraint.sdc
export NUM_CORES = 4
export LEC_CHECK = 1
export CORE_UTILIZATION = 30
</file>
==> run_summary.xml <==
<?xml version="1.0" encoding="UTF-8"?>
<metrics>
  <group name="status">
    <metric name="status" unit="">finished, final reports clean</metric>
  </group>
  <group name="run">
    <metric name="max_cap_violations" unit="">0</metric>
    <metric name="log.warning_count" unit="">37</metric>
  </group>
  <group name="global_routing">
    <metric name="number_of_global_route_vias_before_repair" unit="">5432</metric>
    <metric name="grt_max_degree" unit="">26</metric>
    <metric name="global_route_usage_sum" unit="">0.134</metric>
    <metric name="globalRouteOverflowTotal" unit="">0</metric>
    <metric name="grt_antenna_before_repair" unit="">1</metric>
    <metric name="first_pass_grt_wire_length" unit="um">31000</metric>
  </group>
  <group name="clock_tree">
    <metric name="number_of_cts_inserted_buffers" unit="">26</metric>
    <metric name="htree_num_levels" unit="">1</metric>
    <metric name="cts_hold_buffers" unit="">0</metric>
    <metric name="setup_buffers_after_cts" unit="">0</metric>
    <metric name="clk_pin_slew" unit="ns">0.06</metric>
    <metric name="postCtsResizedCells" unit="">0</metric>
    <metric name="clock_sink_count" unit="">272</metric>
    <metric name="tritoncts" unit="">done</metric>
    <metric name="cts_root_buffer" unit="">sky130_fd_sc_hd__clkbuf_16</metric>
    <metric name="worstSkewPairLatency" unit="ns">0.52</metric>
    <metric name="cts.path.max_buffers" unit="">3</metric>
  </group>
  <group name="die">
    <metric name="placement_rows" unit="">67</metric>
    <metric name="die_height" unit="um">186</metric>
    <metric name="core_region_area" unit="sq um">33400</metric>
    <metric name="io_pins" unit="">51</metric>
    <metric name="chipWidth" unit="um">186</metric>
    <metric name="die_area" unit="sq um">34700</metric>
    <metric name="core_util_floorplan" unit="">0.304</metric>
  </group>
  <group name="hold_path">
    <metric name="timing.hold.worst.class" unit="">flop to flop</metric>
  </group>
  <group name="logic_synthesis">
    <metric name="synthesis.instances" unit="">434</metric>
    <metric name="synth-warning-count" unit="">1</metric>
    <metric name="synth_stat.cells" unit="">434</metric>
    <metric name="synthTopCellsByArea" unit="">sky130_fd_sc_hd__edfxtp_1 (80%), sky130_fd_sc_hd__mux4_2 (14%), sky130_fd_sc_hd__a22oi_1 (2.4%), sky130_fd_sc_hd__nand2_1 (0.63%), sky130_fd_sc_hd__buf_6 (0.55%)</metric>
    <metric name="syn-mean-instance-area" unit="sq um">23.5</metric>
    <metric name="seq_area_frac_synth" unit="">0.802</metric>
    <metric name="synth.distinct_cells" unit="">17</metric>
    <metric name="yosysTopAreaCellShare" unit="">0.802</metric>
    <metric name="synth_flops" unit="">272</metric>
    <metric name="synth-area-yosys" unit="sq um">10200</metric>
    <metric name="cell_type_with_the_largest_total_area_after_synthesis" unit="">sky130_fd_sc_hd__edfxtp_1</metric>
    <metric name="area_of_the_mapped_netlist" unit="sq um">10200</metric>
  </group>
  <group name="power">
    <metric name="netSwitchingPower" unit="uW">1720</metric>
    <metric name="power.share.sequential" unit="">0.532</metric>
    <metric name="switching_share" unit="">0.191</metric>
    <metric name="post-layout-total-power" unit="uW">8980</metric>
    <metric name="combPwrFrac" unit="">0.051</metric>
    <metric name="power.internal" unit="uW">7270</metric>
    <metric name="vdd.ir_drop.worst" unit="mV">0.506</metric>
    <metric name="power_density" unit="nW/um^2">731</metric>
    <metric name="clock_power_share" unit="">0.417</metric>
    <metric name="total_leakage_power" unit="uW">0.00387</metric>
  </group>
  <group name="finish">
    <metric name="fraction_of_final_layout_cells_with_drive_strength_greater_than_1" unit="">0.295</metric>
    <metric name="final_cell_mix" unit="">sky130_fd_sc_hd__edfxtp_1 (272), sky130_fd_sc_hd__mux4_2 (62), sky130_fd_sc_hd__clkdlybuf4s50_1 (36)</metric>
    <metric name="layout_top_cell_excl_fill_tap" unit="">sky130_fd_sc_hd__edfxtp_1</metric>
    <metric name="area.growth.synth_to_final" unit="%">20.7</metric>
    <metric name="post-route-util" unit="">0.368</metric>
  </group>
  <group name="worst_setup_path">
    <metric name="crit_type" unit="">input pin to flop</metric>
    <metric name="critical_path_required" unit="ns">3.08</metric>
    <metric name="arrival" unit="ns">2.50</metric>
    <metric name="timing.critical_path.fanout_max" unit="">16</metric>
    <metric name="start_kind" unit="">input pin</metric>
    <metric name="setup.worst_path.end_class" unit="">flop</metric>
  </group>
  <group name="final_timing">
    <metric name="timing.slew.headroom" unit="">0.274</metric>
    <metric name="finalCritPeriodShare" unit="">0.784</metric>
    <metric name="max_freq" unit="GHz">0.472</metric>
    <metric name="final.setup_skew" unit="ns">0.00548</metric>
    <metric name="fin_tns_setup" unit="ns">0</metric>
    <metric name="rsz0062_at_grt" unit="">no</metric>
    <metric name="hold_slack" unit="ns">0.755</metric>
    <metric name="final_hold_violation_tally" unit="">0</metric>
    <metric name="timing.final.setup_violations" unit="">0</metric>
    <metric name="worst_slack" unit="ns">0.583</metric>
    <metric name="min_period" unit="ns">2.12</metric>
    <metric name="tightest_slew" unit="ns">1.09</metric>
    <metric name="drv_slew" unit="">0</metric>
  </group>
  <group name="routing">
    <metric name="wirelength" unit="um">20900</metric>
    <metric name="via_per_inst" unit="">4.84</metric>
    <metric name="route.antenna.diode_count" unit="">0</metric>
    <metric name="antenna_violation_net_count_after_detailed_routing" unit="">0</metric>
    <metric name="detailed_route_via_count" unit="">4759</metric>
    <metric name="wl_per_cell" unit="um">21.2</metric>
    <metric name="detailedRoute.firstIterationViolations" unit="">290</metric>
    <metric name="number_of_optimization_iterations_in_the_first_detailed_route_pass" unit="">4</metric>
    <metric name="remaining_drc_errors" unit="">0</metric>
  </group>
  <group name="placement">
    <metric name="gp_weighted_congestion" unit="">0.758</metric>
    <metric name="dp_hpwl" unit="um">12100</metric>
    <metric name="post-place-ws" unit="ns">0.140</metric>
    <metric name="port-buffer-count" unit="">38</metric>
  </group>
</metrics>
-- power by group through the flow --
stage	Clock (uW)	Combinational, uW	Sequential [uW]
5_1_grt	3960	499	4790
4_1_cts	3820	467	4780
6_report	3750	459	4780
-- worst max-delay path, cell delays in order --
cell	delay, ns
sky130_fd_sc_hd__clkdlybuf4s50_1	0.61
sky130_fd_sc_hd__and2_1	0.90
sky130_fd_sc_hd__a22oi_1	0.31
sky130_fd_sc_hd__nand2_1	0.14
-- layout make-up --
cell class	instances	area, sq um
clock buffers	32	694
fillers	2952	21200
multi-input cells	139	1930
flip-flops and latches	272	8170
well taps	448	561
repair buffers	78	748
clock inverters	14	193
-- sequential cells by signal, summed over array words and instances, names as in the netlist --
name / count
M: 256
Dbusin: 16
-- cell usage after synthesis, drive strengths merged --
| master | instances |
|---|---|
| edfxtp | 272 |
| mux4 | 64 |
| a22oi | 32 |
| nand2 | 17 |
| clkbuf | 14 |
| nor2 | 13 |
| buf | 9 |
| nor3 | 4 |
| nand2b | 2 |
| nand3b | 2 |
| nor2b | 2 |
| and2 | 1 |
| nand3 | 1 |
| or3b | 1 |
-- per-layer routing --
| layer | track usage | share of wire | vias to the layer above |
|---|---|---|---|
| li1 | - | - | 2018 |
| met2 | 0.193 | 0.46 | 319 |
| met1 | 0.161 | 0.36 | 2378 |
| met5 | 0.00286 | 0.00082 | - |
| met4 | 0.0249 | 0.018 | 2 |
| met3 | 0.108 | 0.17 | 42 |
-- per-stage QoR --
step | instance area, sq um | std cells
2_1_floorplan | 10200 | 434
3_3_place_gp | 11400 | 937
3_5_place_dp | 11400 | 937
4_1_cts | 12300 | 983
5_1_grt | 12300 | 983
6_report | 12300 | 983
-- path summary, 6_finish.rpt --
kind,cells past startpoint,slack (ns),end,startpoint
worst max-delay path,4,0.58,Dbusin[10]$_DFFE_PP_,Abus[2]
worst min-delay path,3,0.75,Dbusin[9]$_DFFE_PP_,M[13][9]$_DFFE_PP_
worst max register to register,3,1.14,Dbusin[10]$_DFFE_PP_,M[10][10]$_DFFE_PP_
worst min register to register,3,0.75,Dbusin[9]$_DFFE_PP_,M[13][9]$_DFFE_PP_
-- kinds of logic after synthesis --
family          Yosys count  share of synthesized area
mux                      64                      0.142
buf+inv                  23                     0.0131
simple gates             43                     0.0189
flops                   272                      0.802
compound gates           32                     0.0236
Power and IR drop assume default switching activity.
