<file path="config.mk">
export PLATFORM = sky130hd
export DESIGN_NAME = bfsm
export DESIGN_NICKNAME = bfsm
export VERILOG_FILES = /design/flow/design.v
export SDC_FILE = /design/flow/constraint.sdc
export NUM_CORES = 4
export LEC_CHECK = 1
export CORE_AREA = 10 10 95 95
export DIE_AREA = 0 0 105 105
</file>
<file path="constraint.sdc">
current_design bfsm

set clk_period 4.1
set clk_io_pct 0.2

create_clock -name clk0 -period $clk_period [get_ports {clk}]

set non_clock_inputs [all_inputs -no_clocks]
set_input_delay [expr $clk_period * $clk_io_pct] -clock clk0 $non_clock_inputs
set_output_delay [expr $clk_period * $clk_io_pct] -clock clk0 [all_outputs]
</file>
<file path="design.v">
`timescale 1ns / 1ps
module bfsm(clk, reset, ldir, ldmdr, ldmar, ldsp, ldpc, ldt, tir, tmdr, tmar, tsp, tpc, tt, rd, wr, memrd, memwr, state, ir, dcond, fnsel, M1
    );
	input clk, reset;
	input[6:0] ir;
	input dcond; 
	output ldir, ldmdr, ldmar, ldsp, ldpc, ldt, tir, tmdr, tmar, tsp, tpc, tt, rd, wr, memrd, memwr, M1;
	reg ldir, ldmdr, ldmar, ldsp, ldpc, ldt, tir, tmdr, tmar, tsp, tpc, tt, rd, wr, memrd, memwr, M1; 
	output[3:0] state;
	reg[3:0] state;		
	output[2:0] fnsel;
	reg[2:0] fnsel;
	initial
	begin
		state <= 4'b0000;
		ldir <= 0;
		ldmdr <=0;
		ldmar <=0;
		ldsp <=0;
		ldpc <=0;
		ldt <=0;
		tir <=0;
		tmdr <=0;
		tmar <=0;
		tsp <=0;
		tpc <=0;
		tt <=0;
		rd <=0;
		wr <=0;
		memrd <=0;
		memwr <=0;
		fnsel <=3'b000;
		M1 <=0; 
	end
	always @(posedge clk)
	begin
		casex (state)
			4'b0000:
			begin
				if(reset == 0)
				begin
					ldir <= 0;
					ldmdr <=0;
					ldmar <=1;
					ldsp <=0;
					ldpc <=0;
					ldt <=0;
					tir <=0;
					tmdr <=0;
					tmar <=0;
					tsp <=0;
					tpc <=1;
					tt <=0;
					rd <=0;
					wr <=0;
					memrd <=0;
					memwr <=0;
					fnsel <=3'b110; 
					M1 <=1;
					state <=4'b0001;
				end
				else
				begin
					state <= 4'b0000;
					ldir <= 0;
					ldmdr <=0;
					ldmar <=0;
					ldsp <=0;
					ldpc <=0;
					ldt <=0;
					tir <=0;
					tmdr <=0;
					tmar <=0;
					tsp <=0;
					tpc <=0;
					tt <=0;
					rd <=0;
					wr <=0;
					memrd <=0;
					memwr <=0;
					fnsel <=3'b000;
					M1 <=0;
					state <=4'b0000;
				end
			end
			4'b0001:
			begin
				ldir <= 1;
				ldmdr <=0;
				ldmar <=0;
				ldsp <=0;
				ldpc <=1;
				ldt <=0;
				tir <=0;
				tmdr <=0;
				tmar <=1;
				tsp <=0;
				tpc <=1;
				tt <=0;
				rd <=0;
				wr <=0;
				memrd <=1;
				memwr <=0;
				fnsel <=3'b010; 
				M1 <=1;
				if(ir[6:3] == 4'b1111)
				begin
					if(ir[2:0] == 3'b000)
					begin
						state <=4'b0100;
					end
					else
					begin
						state <=4'b0010;
					end
				end
				else if(dcond <= 1)
				begin 
					state <=4'b0101;
				end
				else
				begin
					state <=4'b0000;
				end
			end
			4'b0010:
			begin
				ldir <= 0;
				ldmdr <=0;
				ldmar <=1;
				ldsp <=0;
				ldpc <=0;
				ldt <=0;
				tir <=0;
				tmdr <=0;
				tmar <=0;
				tsp <=1;
				tpc <=0;
				tt <=0;
				rd <=0;
				wr <=0;
				memrd <=0;
				memwr <=0;
				fnsel <=3'b110; 
				M1 <=1;
				state <=4'b0011;
			end
			4'b0011:
			begin		 
				ldir <= 0;
				ldmdr <=1;
				ldmar <=0;
				ldsp <=1;
				ldpc <=0;
				ldt <=0;
				tir <=0;
				tmdr <=0;
				tmar <=1;
				tsp <=1;
				tpc <=0;
				tt <=0;
				rd <=0;
				wr <=0;
				memrd <=1;
				memwr <=0;
				fnsel <=3'b010; 
				M1 <=1;
				state <=4'b1011;
			end
			4'b0100:
			begin
				ldir <= 0;
				ldmdr <=1;
				ldmar <=0;
				ldsp <=0;
				ldpc <=0;
				ldt <=0;
				tir <=0;
				tmdr <=0;
				tmar <=0;
				tsp <=0;
				tpc <=0;
				tt <=0;
				rd <=1;
				wr <=0;
				memrd <=0;
				memwr <=0;
				fnsel <=3'b110; 
				M1 <=1;
				state <=4'b1000;
			end
			4'b0101:
			begin		 
				ldir <= 0;
				ldmdr <=0;
				ldmar <=0;
				ldsp <=0;
				ldpc <=0;
				ldt <=1;
				tir <=1;
				tmdr <=0;
				tmar <=0;
				tsp <=0;
				tpc <=0;
				tt <=0;
				rd <=0;
				wr <=0;
				memrd <=0;
				memwr <=0;
				fnsel <=3'b000; 
				M1 <=0;
				state <=4'b0110;
			end
			4'b0110:
			begin
				ldir <= 0;
				ldmdr <=0;
				ldmar <=0;
				ldsp <=0;
				ldpc <=1;
				ldt <=0;
				tir <=0;
				tmdr <=0;
				tmar <=0;
				tsp <=0;
				tpc <=1;
				tt <=1;
				rd <=0;
				wr <=0;
				memrd <=0;
				memwr <=0;
				fnsel <=3'b000; 
				M1 <=1;
				state <=4'b0000;
			end
			4'b0111:
			begin
				ldir <= 0;
				ldmdr <=1;
				ldmar <=0;
				ldsp <=0;
				ldpc <=0;
				ldt <=0;
				tir <=0;
				tmdr <=0;
				tmar <=0;
				tsp <=0;
				tpc <=1;
				tt <=0;
				rd <=0;
				wr <=0;
				memrd <=0;
				memwr <=0;
				fnsel <=3'b110; 
				M1 <=1;
				state <=4'b1000;
			end
			4'b1000:
			begin
				ldir <= 0;
				ldmdr <=0;
				ldmar <=0;
				ldsp <=1;
				ldpc <=0;
				ldt <=0;
				tir <=0;
				tmdr <=0;
				tmar <=0;
				tsp <=1;
				tpc <=0;
				tt <=0;
				rd <=0;
				wr <=0;
				memrd <=0;
				memwr <=0;
				fnsel <=3'b011; 
				M1 <=1;
				state <=4'b1001;
			end
			4'b1001:
			begin
				ldir <= 0;
				ldmdr <=0;
				ldmar <=1;
				ldsp <=0;
				ldpc <=0;
				ldt <=0;
				tir <=0;
				tmdr <=0;
				tmar <=0;
				tsp <=1;
				tpc <=0;
				tt <=0;
				rd <=0;
				wr <=0;
				memrd <=0;
				memwr <=0;
				fnsel <=3'b110; 
				M1 <=1;
				state <=4'b1010;
			end
			4'b1010:
			begin		 
				ldir <= 0;
				ldmdr <=0;
				ldmar <=0;
				ldsp <=0;
				ldpc <=0;
				ldt <=0;
				tir <=0;
				tmdr <=0;
				tmar <=0;
				tsp <=0;
				tpc <=0;
				tt <=0;
				rd <=0;
				wr <=0;
				memrd <=0;
				memwr <=1;
				fnsel <=3'b000; 
				M1 <=0;
				if(ir[6:3] == 4'b1001)
				begin
					state <=4'b0101;
				end
				else if(ir[6:3] == 4'b1111)
				begin
					state <=4'b0000;
				end
			end
			4'b1011:
			begin
				ldir <= 0;
				ldmdr <=0;
				ldmar <=0;
				ldsp <=0;
				ldpc <=0;
				ldt <=1;
				tir <=0;
				tmdr <=1;
				tmar <=0;
				tsp <=0;
				tpc <=0;
				tt <=0;
				rd <=0;
				wr <=0;
				memrd <=0;
				memwr <=0;
				fnsel <=3'b000; 
				M1 <=0;
				state <=4'b1100;
			end
			4'b1100:
			begin
				ldir <= 0;
				ldmdr <=0;
				ldmar <=0;
				ldsp <=0;
				ldpc <=0;
				ldt <=0;
				tir <=0;
				tmdr <=0;
				tmar <=0;
				tsp <=0;
				tpc <=0;
				tt <=1;
				rd <=1;
				wr <=1;
				memrd <=0;
				memwr <=0;
				fnsel <=3'b000; 
				M1 <=0;
				state <=4'b0000;
			end
			default:
			begin
			end
		endcase
	end
endmodule
</file>
<file path="run.sh">
#!/bin/bash
# OpenROAD 26Q1-2900-gdf79404cd8, Yosys 0.63+post, stock flow scripts
make -C /OpenROAD-flow-scripts/flow DESIGN_CONFIG=/design/flow/config.mk WORK_HOME=/design/flow/orfs finish
</file>
==> impl_metrics.yaml <==
# flow metrics
outcome:
  status: "completed"
synthesis:
  ys_area_sq_mm: 0.001364
  ys_seq_share_pct: 50.64
  ys_top_logic_family: "simple AND/OR/NAND/NOR gates"
  ys_sh_xor_pct: 2.569
  synth-simple-area-share_pct: 22.20
  ys_cells: 136
  muxShareOfSynthArea_pct: 0.7339
  ys_sh_adder_pct: 0
  syn-cell-area_sq_mm: 0.001364
  ys_warn_count: 1
  netlist_instances: 136
  ys_ff: 23
  ys_sh_aoi_pct: 16.88
  avgSynthCellArea_sq_um: 10.03
  synth_cell_types: 43
floorplan:
  ios: 34
  die_h_um: 105
  core_sq_mm: 0.006907
  die_x_um: 105
  initial_utilization_pct: 19.75
  rows: 30
  chip_area_sq_mm: 0.01103
routing:
  ant_nets: 0
  via_per_inst: 4.272
  routedWlPerCell_um: 12.56
  antenna_cells: 0
  drc_errors: 0
  vias: 1085
  drt-total-wl_um: 3190
  first_iter_violations: 59
  drt_first_pass_iters: 4
place:
  gp_congestion: 0.8229
  dpl_cell_area_sq_mm: 0.001732
  hpwl_um: 2174
  pre_cts_ws_ps: 1850
  portBuffers: 32
setup_path:
  path_buffers: 1
  critPathTopFamily: "flip-flops"
  critPathLaunchType: "flip-flop"
  worst_path_max_delay_cell: "edfxtp_1"
  crit_type: "flip-flop to primary output"
  cp_max_fo: 21
  crit_required_ps: 3280
  startpoint: "state[1]"
  cp-end-kind: "primary output"
  path_cells: "clkdlybuf4s50_1"
  crit_arrival_ps: 1680
  cpPeakStageDelay_ps: 810
  reg2reg_from: "state[1]"
finish:
  post-route-util_pct: 25.74
  stdcell_area_sq_mm: 0.001778
  fillCellCount: 726
  syn2layout_area_growth_pct: 30.37
  drive_gt1_share_pct: 8.228
worst_hold_path:
  worstHoldPathType: "flip-flop to flip-flop"
  hold_start: "state[2]"
clocking:
  clkSlewWorstSetupHoldPaths_ps: 80
  cts_resized: 0
  cts_hold_buf: 0
  cts_inserted_buffers: 3
  clock_path_buffers: 2
  tritoncts: "built"
  postCtsSetupBuffers: 0
  root_buffer: "clkbuf_8"
  clock_latency_ps: 260
  cts_sinks: 23
  htreeDepth: 1
timing:
  worst_slew_pin_slew_ps: 711.1
  max_freq_ghz: 0.4007
  finalSetupViolCount: 0
  fin_skew_ps: 2.758
  period_needed_ps: 2496
  slew_headroom_pct: 52.59
  fin_tns_setup_ps: 0
  period_used_pct: 60.87
  drv_slew: 0
  whs_ps: 909.4
  hold_viol: 0
  fin_ws_ps: 1604
  rsz0062_at_grt: "no"
grt:
  grt_pass1_vias: 1018
  grt_max_degree: 50
  grtUsageTotal_pct: 5.374
  grt_pass1_wl_um: 5112
  antenna_found_initial: 0
  grt_overflow: 0
pwr:
  powerDensity_mw_per_mm2: 751.6
  p_leak_nw: 0.6277
  irDropWorstVdd_mv: 0.1793
run:
  drv_cap: 0
  warning_count: 26
## final timing paths
path                            endpoint  slack [ps]  cells after the start
worst max register to register  state[0]        2150                      3
worst max-delay path            state[1]        1600                      1
worst min register to register     memwr         910                      2
worst min-delay path               memwr         910                      2
## cells in the mapped netlist, drive strengths merged
master	n	area, sq um
clkbuf	4	15.01
nand2b	4	25.02
edfxtp	23	690.7
a221oi	1	8.760
or2	1	8.760
nand3	17	90.09
nand3b	2	15.01
a21boi	2	15.02
mux2i	1	10.01
a22oi	1	7.510
o211ai	1	7.510
nand2	12	45.04
nor2	7	33.78
nor4	1	6.260
a22o	2	17.52
xnor2	3	26.28
nand4bb	1	11.26
a211oi	1	12.51
or3	1	6.260
and3	2	12.51
o22ai	1	6.260
o31ai	1	7.510
buf	12	72.57
o21ai	9	45.04
o311a	1	10.01
o32ai	1	8.760
nor2b	2	12.51
nor3	5	30.03
xor2	1	8.760
inv	2	7.500
a32o	1	10.01
nand4	1	6.260
a31o	1	8.760
a21o	3	22.52
a21oi	7	35.03
o21a	1	7.510
## tightest hold or removal path: stages (launching register included)
cell      delay [ps]
edfxtp_1         400
buf_4            270
nand3_1          120
## cells in the final DEF, fill, tap and decap left out, types with 2 or more instances in the layout
cell type	n
clkdlybuf4s50_1	32
nor2b_1	2
nand2_1	12
buf_4	2
nand2b_1	4
clkbuf_8	3
o21ai_1	3
and3_1	2
nand3_1	16
a21oi_1	7
edfxtp_1	23
nand3b_1	2
a22o_1	2
xnor2_1	3
a21o_1	3
nor3_1	4
o21ai_0	6
nor2_1	6
## report_power, final
group          internal (W)  switching, W
sequential         0.000412     0.0000794
combinational      0.000355      0.000353
clock             0.0000676     0.0000687
## flip-flops by register name, summed over array words and instances, names as in the netlist
register and cells:
tpc 1, wr 1, ldpc 1, ldmdr 1, rd 1, M1 1, tsp 1, tir 1
state 4, ldt 1, ldir 1, fnsel 3, memwr 1, ldsp 1, tt 1, ldmar 1
memrd 1, tmdr 1
## per-stage QoR
stage,total power [W],instances
floorplan,0.0009389,136
global placement,0.001209,250
detailed placement,0.001215,250
CTS,0.001354,254
global route,0.001454,254
finish,0.001336,254
## kinds of logic (layout without fill, tap and decap cells)
| group | after synthesis | in the layout |
|---|---|---|
| XOR/XNOR | 4 | 4 |
| multiplexers | 1 | 1 |
| flip-flops | 23 | 23 |
| AND/OR/NAND/NOR | 56 | 56 |
| buffers and inverters | 18 | 40 |
| AND-OR/OR-AND | 34 | 34 |
## per-layer routing
layer / share of wire (%) / track usage, %
met2: 52 / 9.653
met5: 0 / 0
met4: 1.1 / 0.9804
met3: 5.2 / 0.9317
met1: 42 / 6.630
## layout make-up
| type | instances | area (sq um) | share of cell area, % |
|---|---|---|---|
| clock buffer | 3 | 41.29 | 2.322 |
| clock inverter | 1 | 5.005 | 0.2815 |
| inverter | 2 | 7.507 | 0.4222 |
| multi-input combinational | 95 | 578.1 | 32.51 |
| sequential | 23 | 690.7 | 38.85 |
| tap | 96 | 120.1 | 6.756 |
| timing repair buffer | 34 | 335.3 | 18.86 |
Power figures rest on the tool's default switching activity, not on a simulated workload.
