## design/flow/design.v

```verilog
`timescale 1ns / 1ps
  module controller(clk, ir1, ir2, dcond, memwr, memrd, tmar, ldmar, tmdr, ldmdr, rd, 
						wr, tsp, ldsp, tpc, ldpc, tir, ldir, ldt, m1, m2, fnsel);
	input clk, dcond;
	input [3:0] ir1;
	input [2:0] ir2;
	output memwr, memrd, tmar, ldmar, tmdr, ldmdr, rd, wr, tsp, ldsp, tpc, ldpc, tir, ldir, m1, m2, ldt;
	reg memwr, memrd, tmar, ldmar, tmdr, ldmdr, rd, wr, tsp, ldsp, tpc, ldpc, tir, ldir, m1, m2, ldt;
	output [2:0] fnsel;
	reg [2:0] fnsel = 3'b0;
	reg [4:0] nextstate = 5'b0;
	reg [4:0] state = 5'b0;
	initial 
	begin
		memwr <= 0;
		memrd <= 0;
		tmar <= 0;
		ldmar <= 0;
		tmdr <= 0;
		ldmdr <= 0;
		rd <= 0;
		wr <= 0;
		tsp <= 0;
		ldsp <= 0;
		tpc <= 0;
		ldpc <= 0;
		tir <= 0;
		ldir <= 0;
		ldt <= 0;
		m1 <= 0;
		m2 <= 0;
		fnsel <= 3'b0;
	end
	always @(posedge clk)
	begin
		if(nextstate == 5'b0)
		begin
			memwr <= 0;
			memrd <= 0;
			tmar <= 0;
			ldmar <= 1;
			tmdr <= 0;
			ldmdr <= 0;
			rd <= 0;
			wr <= 0;
			tsp <= 0;
			ldsp <= 0;
			tpc <= 1;
			ldpc <= 0;
			tir <= 0;
			ldir <= 0;
			ldt <= 0;
			m1 <= 0;
			m2 <= 0;
			fnsel <= 3'b110;
			state <= nextstate;
			nextstate <= 5'b00001;
		end
		else if(nextstate == 5'b00001)
		begin
			memwr <= 0;
			memrd <= 1;
			tmar <= 1;
			ldmar <= 0;
			tmdr <= 0;
			ldmdr <= 0;
			rd <= 0;
			wr <= 0;
			tsp <= 0;
			ldsp <= 0;
			tpc <= 0;
			ldpc <= 0;
			tir <= 0;
			ldir <= 1;
			ldt <= 0;
			m1 <= 0;
			m2 <= 0;
			fnsel <= 3'b000;
			state <= nextstate;
			nextstate <= 5'b10000;
		end
		else if(nextstate == 5'b10000)
		begin
			memwr <= 0;
			memrd <= 0;
			tmar <= 0;
			ldmar <= 0;
			tmdr <= 0;
			ldmdr <= 0;
			rd <= 0;
			wr <= 0;
			tsp <= 0;
			ldsp <= 0;
			tpc <= 0;
			ldpc <= 0;
			tir <= 0;
			ldir <= 0;
			ldt <= 0;
			m1 <= 0;
			m2 <= 0;
			fnsel <= 3'b000;
			state <= nextstate;
			if(ir1 == 4'b1111)
			begin
				if(ir2 == 3'b100)
				begin
					tpc <= 1;
					ldpc <= 1;
					fnsel <= 3'b100;
					nextstate <= 5'b00110;
				end
				else
				begin
					tpc <= 1;
					ldpc <= 1;
					fnsel <= 3'b100;
					nextstate <= 5'b01010;
				end
			end
			else
			begin
				if(ir1 == 4'b1001)
				begin
					tpc <= 1;
					ldpc <= 1;
					fnsel <= 3'b100;
					nextstate <= 5'b00010;
				end
				else
				begin
					if(dcond == 1)
					begin
						tpc <= 1;
						ldpc <= 1;
						fnsel <= 3'b100;
						nextstate <= 5'b01000;
					end
					else 
					begin
						nextstate <= 5'b00000;
					end
				end
			end
		end
		else if(nextstate == 5'b00010)
		begin
			memwr <= 0;
			memrd <= 0;
			tmar <= 0;
			ldmar <= 0;
			tmdr <= 0;
			ldmdr <= 0;
			rd <= 0;
			wr <= 0;
			tsp <= 1;
			ldsp <= 1;
			tpc <= 0;
			ldpc <= 0;
			tir <= 0;
			ldir <= 0;
			ldt <= 0;
			m1 <= 0;
			m2 <= 0;
			fnsel <= 3'b100;		 
			state <= nextstate;
			nextstate <= 5'b00011;
		end
		else if(nextstate == 5'b00011)
		begin
			memwr <= 0;
			memrd <= 0;
			tmar <= 0;
			ldmar <= 0;
			tmdr <= 0;
			ldmdr <= 1;
			rd <= 0;
			wr <= 0;
			tsp <= 0;
			ldsp <= 0;
			tpc <= 1;
			ldpc <= 0;
			tir <= 0;
			ldir <= 0;
			ldt <= 0;
			m1 <= 0;
			m2 <= 1;
			fnsel <= 3'b110;
			state <= nextstate;
			nextstate <= 5'b00100;
		end
		else if(nextstate == 5'b00100)
		begin
			memwr <= 0;
			memrd <= 0;
			tmar <= 0;
			ldmar <= 1;
			tmdr <= 0;
			ldmdr <= 0;
			rd <= 0;
			wr <= 0;
			tsp <= 1;
			ldsp <= 0;
			tpc <= 0;
			ldpc <= 0;
			tir <= 0;
			ldir <= 0;
			ldt <= 0;
			m1 <= 0;
			m2 <= 0;
			fnsel <= 3'b110;
			state <= nextstate;
			nextstate <= 5'b00101;
		end
		else if(nextstate == 5'b00101)
		begin
			memwr <= 1;
			memrd <= 0;
			tmar <= 1;
			ldmar <= 0;
			tmdr <= 0;
			ldmdr <= 0;
			rd <= 0;
			wr <= 0;
			tsp <= 0;
			ldsp <= 0;
			tpc <= 0;
			ldpc <= 0;
			tir <= 0;
			ldir <= 0;
			ldt <= 0;
			m1 <= 0;
			m2 <= 0;
			fnsel <= 3'b000;
			state <= nextstate;
			nextstate <= 5'b10001;
		end
		else if(nextstate ==	5'b10001)
		begin
			memwr <= 0;
			memrd <= 0;
			tmar <= 0;
			ldmar <= 0;
			tmdr <= 0;
			ldmdr <= 0;
			rd <= 0;
			wr <= 0;
			tsp <= 0;
			ldsp <= 0;
			tpc <= 0;
			ldpc <= 0;
			tir <= 0;
			ldir <= 0;
			ldt <= 0;
			m1 <= 0;
			m2 <= 0;
			fnsel <= 3'b000;
			state <= nextstate;
			if(ir1 == 4'b1111)
			begin
				nextstate <= 5'b00000;
			end
			else
			begin
				nextstate <= 5'b01000;
			end
		end		
		else if(nextstate == 5'b00110)
		begin
			memwr <= 0;
			memrd <= 0;
			tmar <= 0;
			ldmar <= 0;
			tmdr <= 0;
			ldmdr <= 0;
			rd <= 0;
			wr <= 0;
			tsp <= 1;
			ldsp <= 1;
			tpc <= 0;
			ldpc <= 0;
			tir <= 0;
			ldir <= 0;
			ldt <= 0;
			m1 <= 0;
			m2 <= 0;
			fnsel <= 3'b100;		 
			state <= nextstate;
			nextstate <= 5'b00111;
		end
		else if(nextstate == 5'b00111)
		begin
			memwr <= 0;
			memrd <= 0;
			tmar <= 0;
			ldmar <= 0;
			tmdr <= 0;
			ldmdr <= 1;
			rd <= 1;
			wr <= 0;
			tsp <= 0;
			ldsp <= 0;
			tpc <= 0;
			ldpc <= 0;
			tir <= 0;
			ldir <= 0;
			ldt <= 0;
			m1 <= 0;
			m2 <= 1;
			fnsel <= 3'b110;
			state <= nextstate;
			nextstate <= 5'b00100;
		end
		else if(nextstate == 5'b01000)
		begin
			memwr <= 0;
			memrd <= 0;
			tmar <= 0;
			ldmar <= 0;
			tmdr <= 0;
			ldmdr <= 0;
			rd <= 0;
			wr <= 0;
			tsp <= 0;
			ldsp <= 0;
			tpc <= 0;
			ldpc <= 0;
			tir <= 1;
			ldir <= 0;
			ldt <= 1;
			m1 <= 0;
			m2 <= 0;
			fnsel <= 3'b000;
			state <= nextstate;
			nextstate <= 5'b01001;
		end
		else if(nextstate == 5'b01001)
		begin
			memwr <= 0;
			memrd <= 0;
			tmar <= 0;
			ldmar <= 0;
			tmdr <= 0;
			ldmdr <= 0;
			rd <= 0;
			wr <= 0;
			tsp <= 0;
			ldsp <= 0;
			tpc <= 1;
			ldpc <= 1;
			tir <= 0;
			ldir <= 0;
			ldt <= 0;
			m1 <= 0;
			m2 <= 0;
			fnsel <= 3'b000;
			state <= nextstate;
			nextstate <= 5'b00000;
		end
		else if(nextstate == 5'b01010)
		begin
			memwr <= 0;
			memrd <= 0;
			tmar <= 1;
			ldmar <= 1;
			tmdr <= 0;
			ldmdr <= 0;
			rd <= 0;
			wr <= 0;
			tsp <= 1;
			ldsp <= 0;
			tpc <= 0;
			ldpc <= 0;
			tir <= 0;
			ldir <= 0;
			ldt <= 0;
			m1 <= 0;
			m2 <= 0;
			fnsel <= 3'b110;
			state <= nextstate;
			nextstate <= 5'b01011;
		end
		else if(nextstate == 5'b01011)
		begin
			memwr <= 0;
			memrd <= 1;
			tmar <= 0;
			ldmar <= 0;
			tmdr <= 0;
			ldmdr <= 0;
			rd <= 0;
			wr <= 0;
			tsp <= 0;
			ldsp <= 0;
			tpc <= 0;
			ldpc <= 0;
			tir <= 0;
			ldir <= 0;			 
			ldt <= 0;
			m1 <= 0;
			m2 <= 0;
			fnsel <= 3'b000;
			state <= nextstate;
			nextstate <= 5'b10011;
		end
		else if(nextstate == 5'b10011)
		begin
			memwr <= 0;
			memrd <= 0;
			tmar <= 0;
			ldmar <= 0;
			tmdr <= 0;
			ldmdr <= 1;
			rd <= 0;
			wr <= 0;
			tsp <= 0;
			ldsp <= 0;
			tpc <= 0;
			ldpc <= 0;
			tir <= 0;
			ldir <= 0;			 
			ldt <= 0;
			m1 <= 0;
			m2 <= 0;
			fnsel <= 3'b000;
			state <= nextstate;
			nextstate <= 5'b01100;
		end
		else if(nextstate == 5'b01100)
		begin
			memwr <= 0;
			memrd <= 0;
			tmar <= 0;
			ldmar <= 0;
			tmdr <= 1;
			ldmdr <= 0;
			rd <= 0;
			wr <= 0;
			tsp <= 0;
			ldsp <= 0;
			tpc <= 0;
			ldpc <= 0;
			tir <= 0;
			ldir <= 0;			 
			ldt <= 1;
			m1 <= 0;
			m2 <= 0;
			fnsel <= 3'b000;		 
			state <= nextstate;
			nextstate <= 5'b10100;
		end
		else if(nextstate == 5'b10100)
		begin
			memwr <= 0;
			memrd <= 0;
			tmar <= 0;
			ldmar <= 0;
			tmdr <= 0;
			ldmdr <= 0;
			rd <= 0;
			wr <= 0;
			tsp <= 1;
			ldsp <= 1;
			tpc <= 0;
			ldpc <= 0;
			tir <= 0;
			ldir <= 0;			 
			ldt <= 0;
			m1 <= 0;
			m2 <= 0;
			fnsel <= 3'b101;		 
			state <= nextstate;
			nextstate <= 5'b10010;
		end
		else if(nextstate == 5'b10010)
		begin
			memwr <= 0;
			memrd <= 0;
			tmar <= 0;
			ldmar <= 0;
			tmdr <= 0;
			ldmdr <= 0;
			rd <= 0;
			wr <= 0;
			tsp <= 0;
			ldsp <= 0;
			tpc <= 0;
			ldpc <= 0;
			tir <= 0;
			ldir <= 0;			 
			ldt <= 0;
			m1 <= 0;
			m2 <= 0;
			fnsel <= 3'b101;		 
			state <= nextstate;
			if(ir2 == 3'b101)
			begin
				nextstate <= 5'b01110;
			end
			else if(ir2 == 3'b110)
			begin
				nextstate <= 5'b01111;
			end
			else
			begin
				nextstate <= 5'b01101;
			end
		end
		else if(nextstate == 5'b01101)
		begin
			memwr <= 0;
			memrd <= 0;
			tmar <= 0;
			ldmar <= 0;
			tmdr <= 0;
			ldmdr <= 0;
			rd <= 1;
			wr <= 1;
			tsp <= 0;
			ldsp <= 0;
			tpc <= 0;
			ldpc <= 0;
			tir <= 0;
			ldir <= 0;			 
			ldt <= 0;	
			m1 <= 1;		 
			m2 <= 0;
			fnsel <= 3'b101;
			state <= nextstate;
			nextstate <= 5'b00000;
		end
		else if(nextstate == 5'b01110)
		begin
			memwr <= 0;
			memrd <= 0;
			tmar <= 0;
			ldmar <= 0;
			tmdr <= 0;
			ldmdr <= 0;
			rd <= 0;
			wr <= 1;
			tsp <= 0;
			ldsp <= 0;
			tpc <= 0;
			ldpc <= 0;
			tir <= 0;
			ldir <= 0;
			ldt <= 0;
			m1 <= 0;
			m2 <= 0;
			fnsel <= 3'b111;
			state <= nextstate;
			nextstate <= 5'b00000;
		end
		else if(nextstate == 5'b01111)
		begin
			memwr <= 0;
			memrd <= 0;
			tmar <= 0;
			ldmar <= 0;
			tmdr <= 0;
			ldmdr <= 0;
			rd <= 0;
			wr <= 0;
			tsp <= 0;
			ldsp <= 0;
			tpc <= 0;
			ldpc <= 1;
			tir <= 0;
			ldir <= 0;
			ldt <= 0;
			m1 <= 0;
			m2 <= 0;
			fnsel <= 3'b111;
			state <= nextstate;
			nextstate <= 5'b00000;
		end
	end
endmodule
```

## design/flow/run.sh

```bash
#!/bin/bash
# OpenROAD 26Q1-2900-gdf79404cd8, Yosys 0.63+post, stock flow scripts
make -C /OpenROAD-flow-scripts/flow DESIGN_CONFIG=/design/flow/config.mk WORK_HOME=/design/flow/orfs finish
```

## design/flow/config.mk

```make
export PLATFORM = sky130hd
export DESIGN_NAME = controller
export DESIGN_NICKNAME = controller
export VERILOG_FILES = /design/flow/design.v
export SDC_FILE = /design/flow/constraint.sdc
export NUM_CORES = 4
export LEC_CHECK = 1
export CORE_UTILIZATION = 30
```

## design/flow/constraint.sdc

```tcl
current_design controller

set clk_period 4.4
set clk_io_pct 0.2

create_clock -name clk0 -period $clk_period [get_ports {clk}]

set non_clock_inputs [all_inputs -no_clocks]
set_input_delay [expr $clk_period * $clk_io_pct] -clock clk0 $non_clock_inputs
set_output_delay [expr $clk_period * $clk_io_pct] -clock clk0 [all_outputs]
```

==> impl_metrics.ini <==
; synthesis and place-and-route metrics
[run_status]
outcome = complete, no violations

[layout]
area_growth_pct = 23.8
layout_top_cells = 28 x clkdlybuf4s50_1, 25 x dfxtp_1, 19 x nand2_1
layout-drive-gt1-share_pct = 7.81
finalInstanceArea_mm2 = 0.00176
lay_top_count = clkdlybuf4s50_1

[routing]
wire_per_inst_um = 14.5
vias_per_cell = 5.59
drt-total-wl_um = 3530
firstDrtPassIters = 6
ant_nets = 0
drtIter0Drc = 77
num_vias = 1365
antenna-diode-count = 0
remaining_drc_errors = 0

[timing]
maxSlewViolCount = 0
hold_ws_ns = 0.458
slew_headroom_pct = 55.7
setup_tns_ns = 0
worst_slack_ns = 2.27
min_period_over_period_pct = 48.4
grt_setup_unrepaired = false
finalSetupViolations = 0
finalHoldViolations = 0
fmax_mhz = 470
finClkSkew_ns = 0.00599
worst-slew-pin-transition_ns = 0.664
layout_min_cycle_time_ns = 2.13

[worst_setup_path]
critPathCaptureType = flop
slowest_delay_ns = 0.43
cp_slowest_cell = clkdlybuf4s50_1
r2r_start = nextstate[4]
crit_path_start_kind = input pin
required_ns = 4.57
cp_max_fo = 4
path_class = in2reg
worstReg2RegEnd = fnsel[2]
worst_r2r_path_depth = 4
crit_chain = clkdlybuf4s50_1, xnor2_1, a311oi_4, a221oi_2, a221o_1
worstPathArrival_ns = 2.29
r2r_slack_ns = 2.34

[power_and_ir_drop]
p_leak_uw = 0.000633
p_int_uw = 750
comb_power_share_pct = 59.4
p_sw_share_pct = 44.3
ir_drop_mv = 0.273
p_clk_share_pct = 10.2
p_per_area_mw_per_mm2 = 764
p_seq_share_pct = 30.4
p_switching_uw = 597
finalPower_uw = 1350

[global_route]
grt.met3_usage_pct = 3.32
use_met1_pct = 24.2
grt_pass1_vias = 1112
grt_overflow_total = 0
top_usage_layer = met1
gr-usage-met2_pct = 20.3
grt_pass1_wl_um = 5750
grt_max_degree = 31
grt_usage_pct = 14.5
antenna_found_initial = 0

[run]
warnings = 25
cap_violations = 0

[synthesis]
synthArstFlopShare_pct = 0
synthDistinctLibCells = 52
synthCells = 174
ys.flop_type = dfxtp_1
yosys_register_bits = 25
yosysChipArea_mm2 = 0.00142
synth.avg_cell_area_um2 = 8.18
netlist_area_mm2 = 0.00142
yosys_warnings = 1
edf_count = 0
yosys_cells = 174
synth_seq_share_pct = 35.1

[die]
die_area_mm2 = 0.00503
row_count = 24
dieWidth_um = 70.9
io_pins = 29
core_region_area_mm2 = 0.00444
fp.dieH_um = 70.9
fp_util_pct = 32.0

[clock_tree]
clk_pin_slew_worst_paths_ns = 0.09
htreeDepth = 1
cts_resized = 0
cts_tree = built
cts_sinks = 25
hold_buffers = 0
clk_latency_ns = 0.27
numCtsBuffers = 3
cts_root_buffer = clkbuf_8
cts_buffer_depth = 2
post_cts_buffers = 0

[place]
place_ws_ns = 1.99
placed_area_mm2 = 0.00172
place_congestion = 0.878
numPortBuffers = 28
dp_hpwl_um = 2360

[min_path]
worstHoldStart = memrd
hold_path_depth = 2
hold_path_class = reg2reg
whs_endpoint = memrd
sequential cells by signal, indices dropped and copies added (netlist names):
register	cells
nextstate	5
fnsel	3
ldir	1
ldmar	1
ldmdr	1
ldpc	1
ldsp	1
ldt	1
m1	1
m2	1
memrd	1
memwr	1
rd	1
tir	1
tmar	1
tmdr	1
tpc	1
tsp	1
wr	1
critical path, delay by kind of cell:
family	cells	cell delay (ns)
xor gates and xnor gates	1	0.17
AOI/OAI and AO/OA	3	0.81
buffers and inverters	1	0.43
cell usage after synthesis, types with 2 or more instances:
master	number	share of area (%)
a32oi_1	4	2.5
o31ai_1	2	1.1
a221oi_1	2	1.2
a31oi_1	4	1.8
inv_1	2	0.53
a22o_1	2	1.2
nand2_1	19	5.0
xor2_1	3	1.8
or2_2	2	0.88
dfxtp_1	25	35
buf_1	2	0.53
nor2_1	9	2.4
o32ai_1	2	1.2
a32o_1	4	2.8
nor2b_1	6	2.6
a21oi_1	14	4.9
xnor2_1	2	1.2
nand2b_1	4	1.8
clkbuf_1	11	2.9
nand3_1	3	1.1
buf_2	3	1.1
o21ai_0	15	5.3
a221o_1	2	1.4
a21o_1	3	1.6
a2bb2oi_1	2	1.2
worst max-delay path by stage:
stage	startpoint	end	slack [ns]	depth (start not counted)
CTS	ir1[1]	fnsel[2]	2.28	5
finish	ir1[1]	fnsel[2]	2.27	5
global route	ir1[1]	tpc	2.20	5
stage by stage:
stage / cells / util (%)
after floorplan: 174 / -
after global placement: 240 / 38.6
after detailed placement: 240 / 38.6
after CTS: 244 / 39.7
after global routing: 244 / 39.7
final: 244 / 39.7
power groups by stage:
stage	logic, µW	registers (µW)	clock network (µW)
4_1_cts	795	409	144
5_1_grt	882	426	152
6_report	800	409	138
area by class of cell:
cell class	count	area, µm²
clock buffer	3	41.3
clock inverter	1	5.00
fill	480	2680
inverter	3	11.3
multi-input combinational	128	830
sequential	25	500
tap	52	65.1
timing repair buffer	32	310
per-layer routing:
| layer | part of all wire [%] | up-vias |
|---|---|---|
| li1 | - | 687 |
| met1 | 52 | 629 |
| met2 | 41 | 47 |
| met3 | 6.5 | 2 |
| met4 | 0.57 | 0 |
| met5 | 0 | - |
kinds of logic after synthesis:
family | after synthesis | share of synthesized area (%)
DFF | 25 | 35.1
xor gates and xnor gates | 5 | 3.08
buffers and inverters | 21 | 6.59
AOI/OAI and AO/OA | 69 | 35.4
and+or+nand+nor | 52 | 18.3
muxes | 2 | 1.49
Power and IR drop assume default switching activity.
